### design/flow/design.v
`timescale 1ns / 1ps
module adder3 #(parameter DATA_BITWIDTH         = 16)
              ( input [DATA_BITWIDTH-1:0] in0, in1, in2,
                output [DATA_BITWIDTH-1:0] out);
    assign out = in0 + in1 + in2;
endmodule
### design/flow/config.mk
export PLATFORM = sky130hd
export DESIGN_NAME = adder3
export DESIGN_NICKNAME = adder3
export VERILOG_FILES = /design/flow/design.v
export SDC_FILE = /design/flow/constraint.sdc
export NUM_CORES = 4
export LEC_CHECK = 1
export CORE_AREA = 10 10 83 83
export DIE_AREA = 0 0 93 93
### design/flow/run.sh
#!/bin/bash
# OpenROAD 26Q1-2900-gdf79404cd8, Yosys 0.63+post, stock flow scripts
make -C /OpenROAD-flow-scripts/flow DESIGN_CONFIG=/design/flow/config.mk WORK_HOME=/design/flow/orfs finish
### design/flow/constraint.sdc
current_design adder3

set clk_period 9.4
set clk_io_pct 0.2

create_clock -name clk0 -period $clk_period

set non_clock_inputs [all_inputs -no_clocks]
set_input_delay [expr $clk_period * $clk_io_pct] -clock clk0 $non_clock_inputs
set_output_delay [expr $clk_period * $clk_io_pct] -clock clk0 [all_outputs]
==> impl_metrics.toml <==
# generated from flow reports
[worst_setup_path]
path_class = "in2out"
cp.arrival_ps = 4830
worst_setup_path_start_kind = "input pin"
crit_fanout = 3
cp_slowest_cell = "fa_1"
slowest_delay_ps = 560
cp.required_ps = 7520
worstSetupEndpointType = "output port"
path_cells = "clkdlybuf4s50_1 -> fa_1 -> ha_1 -> inv_1 -> fa_1 -> nor2b_1 -> o2111ai_1 -> a21o_1 -> a211o_1 -> nand3_2 -> clkdlybuf4s50_1"

[final_timing]
fin_crit_sh_pct = 71.4
post-route-min-period_ps = 6710
max_clock_freq_mhz = 149
relSlewSlack_pct = 74.8
maxSlewViolCount = 0
setup-tns-final_ps = 0
finalSetupViolCount = 0
tightest_slew_ps = 369
hold_viol = 0
rsz0062_at_grt = "false"

[power_and_ir_drop]
leakage_nw = 0.718
ir_drop_uv = 42.6
total_power_mw = 0.192
power_density_nw_per_um2 = 110

[floorplan]
core_region_area_um2 = 5140
chip_area_um2 = 8650
rows = 26
ios = 64
die_y_um = 93
die_x_um = 93
fp_util_pct = 19.6

[worst_hold_path]
hold_class = "in2out"
min_path_cells = 5

[clocking]
cts_hold_buf = 0
post_cts_resized = 0
cts_setup_buffers = 0

[job]
warning_count = 32
maxCapViolations = 0

[cells_and_area]
seq_cells = 0
drive_above_1_share_pct = 1.70
mi_logic_area_um2 = 965
fillers = 563
flop_area_um2 = 0
syn_to_final_growth_pct = 72.1
layout_top_cell = "clkdlybuf4s50_1"
final_cell_mix = "64 x clkdlybuf4s50_1, 16 x fa_1, 14 x ha_1, 12 x inv_1, 12 x a21oi_1"
fin_area_um2 = 1740
nClkBuffers = 0
finalNonFillerCells = 246

[synthesis]
synth.cellmix.simpleShare_pct = 12.5
ys_seq_share_pct = 0
syn_inst = 112
ys_warn_count = 0
synthTopLogicFamily = "adder cells"
ys_cells = 112
ys_sh_aoi_pct = 20.8
syn_avg_cell_area_um2 = 9.02
synth_area_um2 = 1010
synth_cell_types = 29
ys_sh_mux_pct = 0.991
fa_ha_area_share_pct = 49.1
synth-xor-area-share_pct = 12.1
yosys-stat-area_um2 = 1010

[detailed_routing]
ant_nets = 0
vias_per_cell = 4.27
firstDrtPassIters = 4
drt_iter0_drc = 30
drc = 0
num_vias = 1051
num_antenna_cells = 0
wl_per_cell_um = 11.9
wl_um = 2930

[global_routing]
grt_pass1_wl_um = 4810
grt_max_degree = 8
antenna_found_initial = 0
grt_usage_pct = 6.51
grt.overflow.total = 0
grt_pass1_vias = 1053

[place]
hpwl_um = 2780
io_buffers = 64
place_inst = 246
gp_congestion = 0.825
placed_area_um2 = 1740

[outcome]
status = "complete, no violations"
[kinds of logic after synthesis]
family,after synthesis
buffers and inverters,12
XOR/XNOR,14
multiplexers,1
adder cells (fa/ha/maj),30
AND/OR/NAND/NOR,23
AND-OR/OR-AND,32
[report_power, final]
part	total, mW	internal (mW)	switching, mW
Clock	0	0	0
Combinational	0.192	0.117	0.0746
Sequential	0	0	0
[through the flow]
stage / util (%) / setup WS [ps] / hold WS (ps)
floorplan: - / 3740 / 3970
global placement: 33.8 / 2700 / 4800
detailed placement: 33.8 / 2670 / 4820
CTS: 33.8 / 2660 / 4820
global route: 33.8 / 2530 / 4890
finish: 33.8 / 2690 / 4800
[final cells by class]
class | count | share of cell area [%]
Inverter | 12 | 2.59
Multi-Input combinational cell | 100 | 55.5
Tap cell | 70 | 5.04
Timing Repair Buffer | 64 | 36.9
[synth_stat cells (3+ instances only)]
library cell	number	area, um^2
inv_1	12	45.0
nor2b_1	3	18.8
a31oi_1	3	18.8
a21oi_1	12	60.1
ha_1	14	175
nand3_1	7	35.0
fa_1	16	320
xor2_1	6	52.6
nand2_1	4	15.0
xnor2_1	8	70.1
a21o_1	5	37.5
[routing by layer]
metal | wire length, um | global-route usage (%) | up-vias
li1 | - | - | 531
met1 | 1460 | 9.17 | 472
met2 | 1200 | 10.2 | 48
met3 | 271 | 2.10 | 0
met4 | 0 | 0 | 0
met5 | 0 | 0 | -
[path summary, 6_finish.rpt]
check                   from  endpoint  slack (ps)
worst max-delay path  in0[1]   out[15]        2690
worst min-delay path  in2[0]    out[0]        4800
[critical path: cells and delay by family]
family	cells	cell delay (ps)
and+or+nand+nor	2	230
AOI/OAI and AO/OA	3	640
buffers and inverters	3	960
adders and majority gates	3	1120
