==> design.v <==
module mux32 #( parameter WIDTH = 16)
	(
    input [WIDTH*32-1:0] in,
    input [4:0] sel,
    output reg [WIDTH-1:0] out
    );
	always @(*) begin
        case (sel)
            5'b11111 : out = in[0+:WIDTH];
            5'b11110 : out = in[WIDTH*1+:WIDTH];
            5'b11101 : out = in[WIDTH*2+:WIDTH];
            5'b11100 : out = in[WIDTH*3+:WIDTH];
            5'b11011 : out = in[WIDTH*4+:WIDTH];
            5'b11010 : out = in[WIDTH*5+:WIDTH];
            5'b11001 : out = in[WIDTH*6+:WIDTH];
            5'b11000 : out = in[WIDTH*7+:WIDTH];
            5'b10111 : out = in[WIDTH*8+:WIDTH];
            5'b10110 : out = in[WIDTH*9+:WIDTH];
            5'b10101 : out = in[WIDTH*10+:WIDTH];
            5'b10100 : out = in[WIDTH*11+:WIDTH];
            5'b10011 : out = in[WIDTH*12+:WIDTH];
            5'b10010 : out = in[WIDTH*13+:WIDTH];
            5'b10001 : out = in[WIDTH*14+:WIDTH];
            5'b10000 : out = in[WIDTH*15+:WIDTH];
            5'b01111 : out = in[WIDTH*16+:WIDTH];
            5'b01110 : out = in[WIDTH*17+:WIDTH];
            5'b01101 : out = in[WIDTH*18+:WIDTH];
            5'b01100 : out = in[WIDTH*19+:WIDTH];
            5'b01011 : out = in[WIDTH*20+:WIDTH];
            5'b01010 : out = in[WIDTH*21+:WIDTH];
            5'b01001 : out = in[WIDTH*22+:WIDTH];
            5'b01000 : out = in[WIDTH*23+:WIDTH];
            5'b00111 : out = in[WIDTH*24+:WIDTH];
            5'b00110 : out = in[WIDTH*25+:WIDTH];
            5'b00101 : out = in[WIDTH*26+:WIDTH];
            5'b00100 : out = in[WIDTH*27+:WIDTH];
            5'b00011 : out = in[WIDTH*28+:WIDTH];
            5'b00010 : out = in[WIDTH*29+:WIDTH];
            5'b00001 : out = in[WIDTH*30+:WIDTH];
            5'b00000 : out = in[WIDTH*31+:WIDTH];
        endcase
    end
endmodule
==> run.sh <==
#!/bin/bash
# OpenROAD 26Q1-2900-gdf79404cd8, Yosys 0.63+post, stock flow scripts
make -C /OpenROAD-flow-scripts/flow DESIGN_CONFIG=/design/flow/config.mk WORK_HOME=/design/flow/orfs finish
==> config.mk <==
export PLATFORM = sky130hd
export DESIGN_NAME = mux32
export DESIGN_NICKNAME = mux32
export VERILOG_FILES = /design/flow/design.v
export SDC_FILE = /design/flow/constraint.sdc
export NUM_CORES = 4
export LEC_CHECK = 1
export CORE_AREA = 10 10 210 210
export DIE_AREA = 0 0 220 220
==> constraint.sdc <==
current_design mux32

set clk_period 4.4
set clk_io_pct 0.2

create_clock -name clk0 -period $clk_period

set non_clock_inputs [all_inputs -no_clocks]
set_input_delay [expr $clk_period * $clk_io_pct] -clock clk0 $non_clock_inputs
set_output_delay [expr $clk_period * $clk_io_pct] -clock clk0 [all_outputs]
==> run_results.csv <==
group,metric,value,unit
run_status,run_status,"complete, no violations",
power,sw_frac_of_total,0.328,
floorplan,core_area,0.0396,mm²
synthesis,area_leaders,"a22oi_1, nand2_1, nand4_1",
detailed_routing,routedWlPerCell,28.8,µm
place,dpl.hpwl,41600,µm
timing,relSlewSlack,0.637,
finish,instances_no_fill,1667,
place,dpl_cell_area,0.0101,mm²
floorplan,io-pin-count,533,
synthesis,mux_area_frac,0.0122,
setup_path,start_kind,"input pin",
synthesis,yosys.stat.seqShare,0,
detailed_routing,drt_iter0_markers,503,
finish,mostFrequentLayoutCells,"clkdlybuf4s50_1, a22oi_1, buf_4, nand2_1, a21oi_1",
setup_path,crit_buf_inv,7,
global_routing,grt_pass1_vias,8031,
setup_path,crit_cells,13,
power,p_per_area,80.4,mW/mm²
detailed_routing,routed_wl,48000,µm
finish,seq_area,0,µm²
timing,hold_viol,0,
timing,rsz0062_at_grt,"no",
setup_path,crit_path_max_incr_delay,490,ps
power,power.leakage,3.93,nW
synthesis,top_logic_kind,"AND-OR/OR-AND gates",
timing,min_period,4040,ps
detailed_routing,dr.pass1.iters,5,
global_routing,grt_max_degree,17,
synthesis,ys_sh_simple,0.314,
floorplan,num_rows,73,
synthesis,ys_area,0.00327,mm²
timing,setup_tns,0,ps
detailed_routing,via_per_inst,4.49,
setup_path,path_delay_family,"buffers and inverters",
place,io_buffers,533,
global_routing,grt_pass1_wl,62100,µm
detailed_routing,drc_errors,0,
synthesis,synthCells,530,
detailed_routing,ant_nets,0,
finish,design.seq.count,0,
timing,fmax,0.248,GHz
job,warnings,32,
detailed_routing,vias,7487,
power,pwr-share-seq,0,
setup_path,crit_chain,"dlymetal6s2s_1, buf_6, or3_4, buf_4, nor2_4, buf_12, buf_6, a22oi_1, nand2_1, nor4_4, buf_4, a21oi_1, clkdlybuf4s50_1",
finish,n_clock_buffer,0,
finish,drive_gt1_frac,0.151,
synthesis,top_area_frac,0.519,
synthesis,xor_share,0,
timing,hold_ws,2450,ps
timing,worstMarginPinSlew,544,ps
setup_path,worstPathRequired,3520,ps
min_path,min_path_type,"input pin to output port",
setup_path,crit_arrival,3160,ps
global_routing,overflow,0,
finish,layout_top_cell,"clkdlybuf4s50_1",
setup_path,crit_path_max_fanout,9,
power,internal_power,574,µW
synthesis,yosys_cells,530,
setup_path,critPathSlowestCell,"clkdlybuf4s50_1",
floorplan,dieArea,0.0484,mm²
synthesis,synth.distinct_cells,32,
floorplan,die_h,220,µm
finish,stdcell_area,0.0106,mm²
power,clkPwrFrac,0,
synthesis,ys_warn_count,1,
synthesis,top_area_cell,"a22oi_1",
setup_path,startpoint,"sel[4]",
place,gp_congestion,0.974,
synthesis,syn_area,0.00327,mm²
power,combPwrFrac,1.000,
synthesis,ys_sh_aoi,0.605,
finish,final_util,0.268,
power,switchingPower,280,µW
place,dp.cells,1643,
setup_path,crit_path_end_kind,"output port",
finish,syn2layout_area_growth,225,%
timing,setup_violations,0,
synthesis,fa_ha_area_frac,0,
synthesis,syn_avg_cell_area,6.17,µm²
place,place_ws,-419,ps
global_routing,antenna_found_initial,14,
timing,setup_ws,363,ps
power,worst_ir_drop_vdd,0.0323,mV
floorplan,die_w,220,µm
timing,finalCritPeriodShare,0.918,
power,totalPowerFinal,855,µW
global_routing,grtUsageTotal,0.186,
floorplan,initCoreUtil,0.0825,
job,cap_violations,0,
timing,maxSlewViolCount,0,
setup_path,path_class,"input pin to output port",
setup_path,cp-endpoint,"out[8]",
logic make-up after synthesis:
kind of cell,Yosys count
mux,4
buf+inv,46
simple gates,205
compound gates,275
worst min-delay path: stages:
cell and delay, ps:
clkdlybuf4s50_1 400, nor2_1 100, a21oi_1 50, dlymetal6s2s_1 150
how the worst min path moves through the flow:
stage                 startpoint  endpoint  slack [ps]  depth (start not counted)
final                     in[11]   out[11]        2450                          4
after global routing      in[12]   out[12]        2470                          4
after CTS                  in[4]    out[4]        2730                          4
synthesized netlist by cell type (2+ instances only):
| cell | count |
|---|---|
| a22oi_1 | 226 |
| nand2_1 | 66 |
| nor2_1 | 43 |
| buf_2 | 38 |
| a21oi_1 | 36 |
| nand4_1 | 31 |
| nor2_2 | 16 |
| nor4_1 | 15 |
| nor3_1 | 9 |
| clkbuf_1 | 6 |
| mux2i_1 | 4 |
| nor2b_1 | 4 |
| a22o_1 | 3 |
| nand2b_1 | 3 |
| nand3_1 | 3 |
| nand3b_1 | 3 |
| o22ai_1 | 3 |
| a211oi_1 | 2 |
| a32oi_1 | 2 |
| nand3b_2 | 2 |
| nor3_2 | 2 |
| nor3b_1 | 2 |
| or3b_1 | 2 |
power groups by stage:
| stage | combinational [mW] | clock [mW] | sequential, mW |
|---|---|---|---|
| CTS | 0.844 | 0 | 0 |
| global route | 0.901 | 0.0000000304 | 0 |
| finish | 0.855 | 0.000000152 | 0 |
routing by layer:
layer | GRT usage | part of all wire | wire (µm) | vias up
li1 | - | - | - | 3424
met1 | 0.235 | 0.41 | 19800 | 3456
met2 | 0.309 | 0.46 | 22300 | 517
met3 | 0.0601 | 0.10 | 4900 | 74
met4 | 0.0274 | 0.021 | 986 | 16
met5 | 0 | 0.0021 | 99 | -
layout make-up:
type               count  area [µm²]
well taps            525         657
fillers             4267       29000
multi-input cells    484        3320
inverters              1        3.75
diodes                 5        12.5
repair buffers       652        6630
repair_timing:
action | in CTS | in global routing
hold buffers | 0 | 0
gates resized | 33 | 26
setup buffers | 3 | 15
setup endpoints to repair | 16 | 15
pin swaps | 2 | 9
gates cloned | 0 | 1
No activity file was given, so power comes from the tool's default toggle rates.
