==> flow/design.v <==
`timescale 1ns / 1ps
module adder16 #(parameter DATA_BITWIDTH         = 16)
              ( input [DATA_BITWIDTH-1:0] in0, in1, in2, in3, in4, in5, in6, in7, in8, in9, in10, in11, in12, in13, in14, in15,
                output [DATA_BITWIDTH-1:0] out);
    assign out = in0+ in1+ in2+ in3+ in4+ in5+ in6+ in7+ in8+ in9+ in10+ in11+ in12+ in13+ in14+ in15;
endmodule
==> flow/run.sh <==
#!/bin/bash
# OpenROAD 26Q1-2900-gdf79404cd8, Yosys 0.63+post, stock flow scripts
make -C /OpenROAD-flow-scripts/flow DESIGN_CONFIG=/design/flow/config.mk WORK_HOME=/design/flow/orfs finish
==> flow/config.mk <==
export PLATFORM = sky130hd
export DESIGN_NAME = adder16
export DESIGN_NICKNAME = adder16
export VERILOG_FILES = /design/flow/design.v
export SDC_FILE = /design/flow/constraint.sdc
export NUM_CORES = 4
export LEC_CHECK = 1
export CORE_UTILIZATION = 30
==> flow/constraint.sdc <==
current_design adder16

set clk_period 17.4
set clk_io_pct 0.2

create_clock -name clk0 -period $clk_period

set non_clock_inputs [all_inputs -no_clocks]
set_input_delay [expr $clk_period * $clk_io_pct] -clock clk0 $non_clock_inputs
set_output_delay [expr $clk_period * $clk_io_pct] -clock clk0 [all_outputs]
==> flow_metrics.tcl <==
# collected from the flow reports
set metrics [dict create \
    status "finished, final reports clean" \
    syn_area_um2 6000 \
    track_usage_pct 15.2 \
    fp-row-count 51 \
    routabilityCongestion 0.844 \
    top_cells_by_count "inv_1 (300), fa_1 (199), xnor2_1 (35), ha_1 (21), nor2_1 (9)" \
    fp-utilization_pct 30.7 \
    top_level_ports 272 \
    ys_cells 603 \
    placed_area_um2 9050 \
    dieWidth_um 143 \
    via_per_inst 3.85 \
    globalRouteMet2Util_pct 27.1 \
    syn_area_per_cell_um2 9.95 \
    final_util_pct 46.4 \
    topCellsByArea "fa_1 (66%), inv_1 (19%), xnor2_1 (5.1%)" \
    fmax_ghz 0.0769 \
    setup_ws_ps 4390 \
    ys_seq_share_pct 0 \
    grt_busiest_layer "met2" \
    grtUsageMet1_pct 19.4 \
    core-area_um2 19500 \
    fin_crit_ps 13010 \
    cp.arrival_ps 9530 \
    yosys.area.top_type "fa_1" \
    clkbuf_count 0 \
    area_growth_pct 50.9 \
    end_kind "primary output" \
    syn_inst 603 \
    preCtsSetupSlack_ps 4420 \
    num_antenna_cells 0 \
    numPortBuffers 272 \
    worstSetupStartpointType "input pin" \
    warnings 32 \
    worstPathMaxFanout 3 \
    synthDominantCellAreaShare_pct 66.4 \
    chipArea_um2 20600 \
    final-max-slew-violation-count 0 \
    antenna_found_initial 0 \
    design_area_um2 9050 \
    hold_viol_final 0 \
    postRouteAntennaNets 0 \
    hp-class "in -> out" \
    wl_um 14000 \
    netlist-cell-type-count 27 \
    drive_gt1_share_pct 0.800 \
    maxCapViolations 0 \
    drc 0 \
    setup_viol 0 \
    grt_pass1_vias 4904 \
    yosys-stat-area_um2 6000 \
    firstDrtPassIters 4 \
    hold_ws_ps 8000 \
    fp.dieH_um 143 \
    grt_max_degree 7 \
    nFillCells 1905 \
    critical_path_class "in -> out" \
    top_cell "inv_1" \
    drt_iter0_drc 33 \
    dpl.hpwl_um 14100 \
    fin_crit_sh_pct 74.8 \
    cts_setup_buffers 0 \
    layout.area.seq_um2 0 \
    fin_setup_tns_ps 0 \
    worstMarginPinSlew_ps 442 \
    max_slew_margin_pct 70.2 \
    wl_per_cell_um 12.2 \
    grt_pass1_wl_um 22800 \
    grt.overflow.total 0 \
    rsz0062_at_grt "false" \
    crit_required_ps 13920 \
    flop-count 0 \
    hold_buffers 0 \
    met3_usage_pct 5.06 \
    vias 4392 \
    ctsResizeCount 0 \
    ys_warn_count 0 \
]
[final timing paths]
check	start	to	slack [ps]	cells after the start
max	in12[2]	out[14]	4390	22
min	in15[0]	out[0]	8000	3
[placed cells by master (no fill, tap or decap), types with 2 or more instances in the layout]
cell type and count:
nor2_1 9, a211oi_1 2, a21oi_1 4, fa_1 199, inv_1 300, nand2_1 3, ha_1 21, xnor2_1 35
o21ai_0 2, nand2b_1 2, a21o_1 2, o21ai_1 2, clkdlybuf4s50_1 272, xor2_1 4, o21a_1 5
[worst max-delay path, stage by stage]
cell             delay [ps]
clkdlybuf4s50_1         450
inv_1                    50
fa_1                    510
fa_1                    560
inv_1                    60
fa_1                    480
fa_1                    570
inv_1                    50
fa_1                    440
fa_1                    490
inv_1                    40
ha_1                    210
inv_1                    90
fa_1                    210
nor2b_1                  60
o21a_1                  170
o21ai_1                 160
nand2b_1                100
a41o_1                  260
o41ai_1                 380
xnor2_1                 190
clkdlybuf4s50_1         520
[metal layers]
layer	share of wire, %	up-vias
met5	0	-
met1	35	2075
met2	52	199
met4	0	0
li1	-	2118
met3	13	0
[cell type report]
| type | instances | area (µm²) | share of cell area (%) |
|---|---|---|---|
| well taps | 265 | 332 | 3.66 |
| multi-input cells | 303 | 4870 | 53.8 |
| inverters | 300 | 1130 | 12.4 |
| repair buffers | 272 | 2720 | 30.1 |
[kinds of logic (layout without fill, tap and decap cells)]
family	Yosys count	in the layout	synth area share (%)
xor gates and xnor gates	39	39	5.69
adders and majority gates	220	220	70.8
AOI/OAI and AO/OA	23	23	2.86
and+or+nand+nor	21	21	1.90
buffers and inverters	300	572	18.8
[per-stage QoR]
step | instances
CTS | 1140
detailed placement | 1140
finish | 1140
global placement | 1140
global route | 1140
floorplan | 603
