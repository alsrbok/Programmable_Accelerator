`./config.mk`:
```
export PLATFORM = sky130hd
export DESIGN_NAME = mux4
export DESIGN_NICKNAME = mux4
export VERILOG_FILES = /design/flow/design.v
export SDC_FILE = /design/flow/constraint.sdc
export NUM_CORES = 4
export LEC_CHECK = 1
export CORE_AREA = 10 10 71 71
export DIE_AREA = 0 0 81 81
```
`./constraint.sdc`:
```
current_design mux4

set clk_period 1.5
set clk_io_pct 0.2

create_clock -name clk0 -period $clk_period

set non_clock_inputs [all_inputs -no_clocks]
set_input_delay [expr $clk_period * $clk_io_pct] -clock clk0 $non_clock_inputs
set_output_delay [expr $clk_period * $clk_io_pct] -clock clk0 [all_outputs]
```
`./design.v`:
```
module mux4 #( parameter WIDTH = 16)
	(
    input [WIDTH-1:0] in0,
    input [WIDTH-1:0] in1,
    input [WIDTH-1:0] in2,
    input [WIDTH-1:0] in3,
    input [1:0] sel,
    output reg [WIDTH-1:0] out
    );
	always @(*) begin
        case(sel)
            2'b00: out = in0;
            2'b01: out = in1;
            2'b10: out = in2;
            2'b11: out = in3;
        endcase
    end
endmodule
```
`./run.sh`:
```
#!/bin/bash
# OpenROAD 26Q1-2900-gdf79404cd8, Yosys 0.63+post, stock flow scripts
make -C /OpenROAD-flow-scripts/flow DESIGN_CONFIG=/design/flow/config.mk WORK_HOME=/design/flow/orfs finish
```
==> impl_metrics.tcl <==
# metrics dict for downstream scripts
set metrics [dict create \
    warning_count 32 \
    core.rowCount 22 \
    fillers 413 \
    fmax_mhz 690 \
    p_per_area_nw_per_um2 232 \
    yosysTopAreaCell "mux4_2" \
    worstSetupPathType "in -> out" \
    holdBufCountCts 0 \
    diodes 0 \
    area_leaders "mux4_2 (53%), mux4_1 (37%), buf_12 (4.7%)" \
    power.internal_w 0.000210 \
    first_iter_violations 9 \
    flop_area_sq_um 0 \
    chipArea_sq_um 6560 \
    grt_usage 0.0743 \
    syn_inst 20 \
    start_kind "primary input" \
    route.detailed.drc 0 \
    crit_start "sel[0]" \
    grt_max_degree 9 \
    flop-count 0 \
    min_period_over_period 0.967 \
    worst_slew_pin_slew_ns 0.152 \
    ys_sh_simple 0 \
    synth-seq-area-share 0 \
    ir_drop_mv 0.103 \
    total_power_w 0.000276 \
    vias_per_cell 4.03 \
    status "finished clean" \
    ios 82 \
    power_switching_w 0.0000663 \
    syn_avg_cell_area_sq_um 21.2 \
    min-delay-start "in0[11]" \
    top_area_frac 0.531 \
    crit_path_end_kind "primary output" \
    gp_congestion 0.821 \
    period_needed_ns 1.45 \
    drt_first_pass_iters 2 \
    hold_ws_ns 1.08 \
    crit_arrival_ns 1.15 \
    wl_per_cell_microns 17.0 \
    grt_pass1_vias 687 \
    ys_sh_mux 0.903 \
    clock_power_share 0 \
    leakage_nw 0.560 \
    synth-adder-area-share 0 \
    postCtsSetupBuffers 0 \
    portBuffers 82 \
    clkbuf_count 0 \
    hpwlAfterDp_microns 2140 \
    drv_cap 0 \
    routed_wl_microns 2560 \
    fp-utilization 0.117 \
    yosysWarnings 1 \
    hold_path.class "in -> out" \
    slew_violations 0 \
    logic_family "multiplexers" \
    finalHoldViolations 0 \
    synth-xor-area-share 0 \
    num_vias 604 \
    antenna_left 0 \
    synthAoiAreaFrac 0 \
    synth_stat.cells 20 \
    setup_viol 0 \
    coreArea_sq_um 3630 \
    seqPwrFrac 0 \
    drive_above_1_share 0.373 \
    antenna_found_initial 0 \
    die_h_microns 81 \
    switching_share 0.240 \
    cp.required_ns 1.20 \
    synth.cell_area_sq_um 424 \
    grt_first_pass_wirelength_microns 3810 \
    relSlewSlack 0.899 \
    setup-tns-final_ns 0 \
    grt-ovfl-total 0 \
    power.share.combinational 1.000 \
    ys_area_sq_um 424 \
    fp.dieW_microns 81 \
    rsz0062_at_grt "no" \
    cp_max_fo 8 \
    synthDistinctLibCells 5 \
    syn2layout_area_growth_pct 180 \
]
-- stage by stage --
stage,worst slack [ns],std cells,area (sq um),util
after floorplan,0.188,20,424,-
after global placement,-0.796,148,1300,0.359
after detailed placement,-0.803,148,1300,0.359
after CTS,0.00510,150,1180,0.324
after global routing,0.00345,150,1190,0.327
final,0.0497,150,1190,0.327
-- final timing paths --
path / endpoint / slack, ns / cells after the start
worst min-delay path: out[11] / 1.08 / 3
worst max-delay path: out[4] / 0.05 / 4
-- synthesized netlist by cell type, drive strengths merged --
master,n
buf,4
mux4,16
-- cell type report --
type | instances | area [sq um] | area share
tap | 48 | 60.1 | 0.0506
timing repair buffer | 86 | 767 | 0.646
multi-input combinational | 16 | 360 | 0.303
-- worst max-delay path: stages --
cell	delay (ns)
buf_12	0.09
buf_12	0.13
mux4_2	0.50
buf_2	0.13
-- layer usage --
| metal | vias to the layer above | global-route usage | share of wire |
|---|---|---|---|
| met5 | - | 0 | 0 |
| met4 | 0 | 0 | 0 |
| met3 | 0 | 0.0546 | 0.21 |
| met2 | 62 | 0.102 | 0.40 |
| met1 | 270 | 0.0988 | 0.39 |
| li1 | 272 | - | - |
-- cell families after synthesis --
kind of cell | Yosys count
muxes | 16
buffers and inverters | 4
-- layout by cell type, fill, tap and decap left out --
| cell | Yosys | routed |
|---|---|---|
| buf_16 | 0 | 2 |
| mux4_2 | 10 | 16 |
| dlygate4sd2_1 | 0 | 64 |
| buf_2 | 2 | 16 |
| clkdlybuf4s15_2 | 0 | 1 |
| buf_12 | 1 | 3 |
-- power groups by stage --
stage,clock network (W),registers [W],logic (W)
CTS,0,0,0.000281
finish,0,0,0.000276
global route,0,0,0.000304
-- what timing repair did --
item,in CTS,in global routing
resized,130,2
endpoints found under the setup margin,16,8
cloned,2,0
Power is estimated from default activity; no workload was simulated.
