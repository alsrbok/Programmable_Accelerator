[flow/run.sh]
#!/bin/bash
# OpenROAD 26Q1-2900-gdf79404cd8, Yosys 0.63+post, stock flow scripts
make -C /OpenROAD-flow-scripts/flow DESIGN_CONFIG=/design/flow/config.mk WORK_HOME=/design/flow/orfs finish
[flow/config.mk]
export PLATFORM = sky130hd
export DESIGN_NAME = basic_adder
export DESIGN_NICKNAME = basic_adder
export VERILOG_FILES = /design/flow/design.v
export SDC_FILE = /design/flow/constraint.sdc
export NUM_CORES = 4
export LEC_CHECK = 1
export CORE_AREA = 10 10 80 80
export DIE_AREA = 0 0 90 90
[flow/constraint.sdc]
current_design basic_adder

set clk_period 7.5
set clk_io_pct 0.2

create_clock -name clk0 -period $clk_period

set non_clock_inputs [all_inputs -no_clocks]
set_input_delay [expr $clk_period * $clk_io_pct] -clock clk0 $non_clock_inputs
set_output_delay [expr $clk_period * $clk_io_pct] -clock clk0 [all_outputs]
[flow/design.v]
`timescale 1ns / 1ps
module basic_adder #(parameter DATA_BITWIDTH         = 16)
              ( input [DATA_BITWIDTH-1:0] left, right,
                input [1:0] mode,    
                output reg [DATA_BITWIDTH-1:0] out);
    always @(*) begin
        case(mode)
            2'b00:      out = left;
            2'b01:      out = right;
            2'b10:      out = left+right;
            2'b11:      out = {DATA_BITWIDTH{1'b0}};
            default:    out = {DATA_BITWIDTH{1'bx}};
        endcase
    end
endmodule
==> summary.txt <==
State of the implementation.

- After technology mapping, the gate count stands at 154.
- In the final layout, the share of cells above drive strength 1 is 1.49%.
- In this run the vertical extent of the chip is 90 µm.
- Ranking logic cells in the layout by count gives the top entries sky130_fd_sc_hd__clkdlybuf4s50_1, sky130_fd_sc_hd__o21ai_0, sky130_fd_sc_hd__ha_1, sky130_fd_sc_hd__a21oi_1, sky130_fd_sc_hd__nand2_1.
- The number of cells on the worst hold path is listed as 4.
- The tally of OpenROAD warnings is 32, for reference.
- The first global-routing pass estimated 6100 µm of wire.
- In this run, post-CTS hold repair placed 0 buffers.
- The last timing report of the flow puts the setup violation total at 0.
- The setup total negative slack is 0 ns, for reference.
- The leakage power summed over all cells is 0.000666 µW, for reference.
- The average footprint of a synthesized cell is 6.77 µm², for reference.
- In this run the worst path has a maximum fanout of 4.
- The final core utilization is 34.3%, for reference.
- After routing the design area is 1620 µm².
- Per the synthesis report, the dominant area consumer among library cells is sky130_fd_sc_hd__ha_1.
- The count of yosys warnings during synthesis is 1, for reference.
- After clock tree synthesis, the setup repair step added 0 buffers.
- Yosys stat counts 154 cells in the synthesized netlist.
- The top-level port count is 50, for reference.
- Counting only logic cells after layout, the most numerous master is sky130_fd_sc_hd__clkdlybuf4s50_1.
- The final-layout fill cell count is 511, for reference.
- The netlist area before placement is 1040 µm², for reference.
- Per the layout area report, the register area comes to 0 µm².
- The standard cell area after detailed placement is 1620 µm², for reference.
- The start point of the worst hold path is right[5], for reference.
- The worst hold endpoint is out[5], for reference.
- The max capacitance violation total is 0, for reference.
- The required time of the critical path is 6.00 ns, for reference.
- After detailed routing, the average wire length per cell comes to 13.5 µm.
- In the finished design the tool counted flip-flops and latches totalling 0.
- In the post-route analysis, the smallest setup slack over all paths is 1.62 ns.
- The sum of routed wire length over all layers is 3620 µm, for reference.
- The worst setup slack before clock tree synthesis is 1.63 ns, for reference.
- The share of the clock period used by the worst path after layout is 78.4%, for reference.
- In this run the layout overhead on the synthesized area is reported as 55.6%.
- Yosys reports that the leading cell type by area covers 18.0% of the netlist area.
- The remaining global-route overflow is 0, for reference.
- The flow ran to the end, and the final reports show no timing, DRC or antenna violations.
- The port buffer count is 50, for reference.
- The highest clock frequency the design can meet is 170 MHz, for reference.
- At the floorplan stage, the core utilization is reported as 22.1%.
- According to the timing report, the arrival time at the worst endpoint equals 4.38 ns.
- The final max-slew violation count recorded for this run is 0.
- Global routing used 8.59% of the available tracks.
- Summed over all nets, the half-perimeter wirelength after detailed placement is 3080 µm.
- The via count normalized by instance count is 4.78, for reference.
- The critical path launch point type is an input pin, for reference.
- Hold timing on the final database bottoms out at a slack of 3.96 ns.
- The horizontal die size is 90 µm, for reference.
- The final-layout clock buffer total is 0, for reference.
- The number of global-route vias before repair is 1242, for reference.
- The post-synthesis cell type count is 40, for reference.
- The DRC violations left is 0, for reference.
- Setup repair after global routing left no endpoint under its margin.
- After floorplanning, the core was divided into 25 placement rows.
- The region available for standard cell placement spans 4720 µm².
- The report lists the power per cell area as 71.1 nW/µm².
- The chip area line in the Yosys stat output reads 1040 µm².
- The max-slew headroom at the worst pin is 50.6%, for reference.
- Per the OpenROAD floorplan log, the area of the die is 8100 µm².
- Note that the worst hold path type here is in2out.
- Sequential cells were found to cover 0% of the synthesized design area.
- The time the final worst path needs with I/O delays and setup is 5.88 ns, for reference.
- In the log, the iteration count for the first detailed-route pass is 4.
- Across all layers, the routed design uses 1281 vias.
- The post-cts sizing count is 0, for reference.
- For reference, the most critical setup path is categorized as in2out.
- In the routed netlist, the antenna diode instances number 0.
- The initial antenna violation count is 0, for reference.
- For this block, the initial DRC count from the detailed router was 103.
- Ranked by total cell area, the synthesized netlist is headed by sky130_fd_sc_hd__ha_1, sky130_fd_sc_hd__mux2i_1, sky130_fd_sc_hd__o21ai_0.
- The congestion estimate from routability-driven global placement came to 0.814.
- Entering global routing, the biggest net connects 20 pins.
- The hold violation count in the final report is 0, for reference.
- The remaining antenna violation count is 0, for reference.
- The sort of element at the end of the critical path is a primary output, for reference.
- Looking at the VDD voltage map, the peak drop is 0.0175 mV.
- The pin slew with the least headroom to its limit is 0.739 ns, for reference.
-- worst max path at each step --
stage	startpoint	endpoint	slack, ns
after CTS	right[0]	out[14]	1.61
after global routing	left[0]	out[14]	1.32
final	right[0]	out[14]	1.62
-- synth_stat cells (all sizes together) (5+ instances only) --
cell type	n
a21oi	14
ha	15
inv	7
mux2i	9
nand2	13
nor2	9
nor2b	7
o21a	5
o21ai	18
xnor2	5
-- per-stage QoR --
step           total power, µW  instances
2_1_floorplan             62.4        154
3_3_place_gp               116        268
3_5_place_dp               116        268
4_1_cts                    117        268
5_1_grt                    129        268
6_report                   115        268
-- area by class of cell --
class / count / area [µm²] / area share, %
repair buffers: 52 / 515 / 31.8
inverters: 7 / 26.3 / 1.62
multi-input cells: 142 / 996 / 61.4
well taps: 67 / 83.8 / 5.17
-- cell families after synthesis --
| group | share of synthesized area, % |
|---|---|
| simple gates | 22.3 |
| buf+inv | 4.44 |
| fa+ha+maj | 19.9 |
| xor+xnor | 5.88 |
| mux | 8.64 |
| compound gates | 38.8 |
-- where the power goes --
part | leakage, µW | switching [µW] | internal [µW]
combinational | 0.000666 | 49.5 | 65.9
clock | 0 | 0 | 0
sequential | 0 | 0 | 0
-- layer usage --
layer / GRT usage (%) / vias up / wire (µm)
met5: 0 / - / 0
met4: 0 / 0 / 0
met3: 0.838 / 0 / 117
met2: 15.7 / 22 / 1890
met1: 11.3 / 577 / 1620
li1: - / 682 / -
-- worst max-delay path, stage by stage --
cell,delay (ns)
sky130_fd_sc_hd__clkdlybuf4s50_1,0.49
sky130_fd_sc_hd__ha_1,0.17
sky130_fd_sc_hd__inv_1,0.05
sky130_fd_sc_hd__fa_1,0.36
sky130_fd_sc_hd__nor2b_1,0.26
sky130_fd_sc_hd__o31ai_1,0.14
sky130_fd_sc_hd__a211oi_1,0.40
sky130_fd_sc_hd__a31oi_1,0.16
sky130_fd_sc_hd__xor2_1,0.17
sky130_fd_sc_hd__o21ai_0,0.18
sky130_fd_sc_hd__clkdlybuf4s50_1,0.50
Power is estimated from default activity; no workload was simulated.
