$ cat ./run.sh
#!/bin/bash
# OpenROAD 26Q1-2900-gdf79404cd8, Yosys 0.63+post, stock flow scripts
make -C /OpenROAD-flow-scripts/flow DESIGN_CONFIG=/design/flow/config.mk WORK_HOME=/design/flow/orfs finish
$ cat ./config.mk
export PLATFORM = sky130hd
export DESIGN_NAME = demux4
export DESIGN_NICKNAME = demux4
export VERILOG_FILES = /design/flow/design.v
export SDC_FILE = /design/flow/constraint.sdc
export NUM_CORES = 4
export LEC_CHECK = 1
export CORE_AREA = 10 10 70 70
export DIE_AREA = 0 0 80 80
$ cat ./constraint.sdc
current_design demux4

set clk_period 1.0
set clk_io_pct 0.2

create_clock -name clk0 -period $clk_period

set non_clock_inputs [all_inputs -no_clocks]
set_input_delay [expr $clk_period * $clk_io_pct] -clock clk0 $non_clock_inputs
set_output_delay [expr $clk_period * $clk_io_pct] -clock clk0 [all_outputs]
$ cat ./design.v
`timescale 1ns / 1ps
module demux4 #( parameter WIDTH = 16)
	(
    input [WIDTH-1:0] in,
    input [1:0] sel,
    output reg [WIDTH-1:0] out0,
    output reg [WIDTH-1:0] out1,
    output reg [WIDTH-1:0] out2,
    output reg [WIDTH-1:0] out3
    );
	always@(*)begin
        case(sel)
            2'b00:
            begin
                out0=in; out1={WIDTH{1'b0}}; out2={WIDTH{1'b0}}; out3={WIDTH{1'b0}};
            end
            2'b01:
            begin
                out0={WIDTH{1'b0}}; out1=in; out2={WIDTH{1'b0}}; out3={WIDTH{1'b0}};
            end
            2'b10:
            begin
                out0={WIDTH{1'b0}}; out1={WIDTH{1'b0}}; out2=in; out3={WIDTH{1'b0}};
            end
            2'b11:
            begin
                out0={WIDTH{1'b0}}; out1={WIDTH{1'b0}}; out2={WIDTH{1'b0}}; out3=in;
            end
        endcase
    end
endmodule
==> results_slide.txt <==
Key Metrics from the Run

Setup path
  – Slowest stage delay, CP: ~0.21 ns
  – Bufs and invs on worst path: 5
  – Critical path's slowest cell: and3b_1
  – Crit path top cell by count: buf_16
  – Delay-heaviest family, CP: buffers and inverters
  – CP endpoint kind: output pin
  – Worst Path Max Fanout: 7
  – Worst Setup Path Type: primary input to output pin
  – Worst Setup Start Kind: primary input
  – Crit path DAT: roughly 1 ns
  – CP Cell Sequence: buf_16, buf_12, buf_16, buf_6, and3b_1, buf_2
  – Worst Path Required: 0.80 ns

Final timing
  – Setup violators final: between 50 and 60
  – Peak Freq: approximately 840 MHz
  – Rel. slew slack: 91.1%
  – Final max-slew violation count: 0
  – Fin. Hold Viols: 0
  – Setup_tns: -5.56 ns
  – RSZ-0062 raised after global routing: true
  – Tightest Pin Transition: ~0.13 ns
  – Final period utilization: 120%
  – Min setup slack post-route: -0.196 ns
  – Min cycle time layout: approximately 1.2 ns

Global routing
  – Vias in the first global route: 1,064
  – Total Routing Usage GR: about an eighth
  – Pin count of the biggest net entering global routing: 17
  – Initial antenna violation count: 0
  – First-pass GRT wire length: a little over 6 mm
  – Total grt overflow: 0

Pwr
  – Pwr Density: 357 mW/mm^2
  – Worst vdd ir: about 0.00021 V
  – Total power: roughly 700 uW
  – Static leakage: 0.00112 uW

Synthesis
  – Ys cells: approximately 78
  – MUX area fraction: 0%
  – Adder-cell area share of the yosys netlist: 0%
  – Syn Area/Cell: about 9.4 sq um
  – AND/OR/NAND/NOR Cells, Area Fraction: a little under 80%
  – Yosys aoi share: 0%
  – Top cells by count: 32 x and3b_1, 16 x and3_1, 16 x nor3b_2
  – Cells after synthesis: 78
  – Unique masters post-synth: 6
  – Area contributors post-synth: and3b_1 38%, nor3b_2 27%, buf_6 17%, and3_1 14%, buf_4 2.0%
  – Top non-seq family: simple AND/OR/NAND/NOR gates
  – Most common cell in the netlist: and3b_1
  – Yosys top cell area share: about two fifths
  – Mapped Area: 734 sq um
  – Post-synth top area cell: and3b_1
  – Yosys stat area: 734 sq um
  – Seq share, synth: 0%
  – XORs/XNORs by Area: 0%
  – Yosys warnings: 1

Drt
  – DRC Markers: 0
  – Via count: 1,087
  – Antenna cells: 0
  – Remaining antenna violation count: 0
  – Drt pass-1 iters: 4
  – Routed vias/inst: approximately 4.6
  – Met3 routed WL: about 560 microns
  – Routed WL: 4.19 mm
  – DRT met1 WL: 1.76 mm
  – Routed len/inst: ~18 microns
  – Top Metal Used: met3
  – Number of DRC markers in iteration 0: 14
  – DR WL met2: ~1.9 mm

Floorplanning
  – DIE WIDTH: ~80 microns
  – Die area: about 0.0064 sq mm
  – CORE AREA: 0.00342 sq mm
  – I/O pins: about 80
  – Row count: 21
  – FP Util: between 20% and 30%
  – Die Span Y: ~80 microns

Placement
  – Placed instance area: around 0.0015 sq mm
  – Routability Congestion: approximately 0.71
  – I/O Buffers: 82
  – DPL Wire Length: 2.43 mm
  – Worst slack, placed: -0.590 ns

Min path
  – Hold crit path type: primary input to output pin

Finish
  – Cell area after layout: about 0.0019 sq mm
  – Final core occ: between 50% and 60%
  – Fraction of layout instances using a drive strength above 1: 74.1%
  – Filler cell count: around 300
  – Seq. cell area: 0 sq um
  – P&R area growth vs syn: 165%
  – Flop count: 0
  – Clkbuf count: 0

Outcome
  – Run status: finished, violations left
  – Failing checks: setup timing

Flow run
  – Max Cap Violations: 0
  – Stage-log warning count: 34
## layout make-up
cell class / count / area [sq um] / area share (%)
multi-input combinational: 64 / 652 / 33.5
tap: 46 / 57.6 / 2.95
timing repair buffer: 125 / 1240 / 63.6
## report_power, final
| group | switching [uW] | leakage, uW | internal (uW) | total [uW] |
|---|---|---|---|---|
| Combinational | 224 | 0.00112 | 471 | 696 |
| Clock | 0 | 0 | 0 | 0 |
| Sequential | 0 | 0 | 0 | 0 |
| Total | 224 | 0.00112 | 471 | 696 |
## cells by family after synthesis
family / count (synthesis)
buffers and inverters: 14
AND/OR/NAND/NOR: 64
## layer usage
metal  track usage (%)  vias to the layer above
li1                  -                      525
met1              15.5                      504
met2              18.3                       58
met3              6.25                        0
met4                 0                        0
met5                 0                        -
## worst paths after layout
path	start	end	slack (ns)	depth (start not counted)
max	sel[1]	out1[4]	-0.20	6
min	sel[1]	out0[2]	0.78	4
## placed cells by master (no fill, tap or decap)
cell | Yosys | final
and3b_1 | 32 | 32
buf_4 | 2 | 5
and3_1 | 16 | 3
buf_12 | 0 | 7
buf_6 | 11 | 20
nor3b_4 | 0 | 1
buf_2 | 0 | 41
clkdlybuf4s15_2 | 0 | 3
buf_16 | 0 | 9
clkdlybuf4s15_1 | 0 | 5
clkbuf_2 | 0 | 19
dlygate4sd2_1 | 0 | 9
clkbuf_16 | 0 | 2
and3_4 | 0 | 13
buf_8 | 1 | 5
nor3b_2 | 16 | 15
## through the flow
stage	cells	hold slack, ns
detailed placement	197	1.18
finish	235	0.783
global route	235	0.805
CTS	232	0.798
global placement	197	1.17
floorplan	78	0.491
## timing repair
item / CTS / global route
resized: 228 / 61
buffers inserted: 24 / 8
hold buffers: 0 / 0
pin swaps: 19 / 12
endpoints found under the setup margin: 64 / 64
gates cloned: 11 / 2
Power and IR drop assume default switching activity.
